==> flow/run.sh <==
#!/bin/bash
# OpenROAD 26Q1-2900-gdf79404cd8, Yosys 0.63+post, stock flow scripts
make -C /OpenROAD-flow-scripts/flow DESIGN_CONFIG=/design/flow/config.mk WORK_HOME=/design/flow/orfs finish
==> flow/config.mk <==
export PLATFORM = sky130hd
export DESIGN_NAME = rect_collision
export DESIGN_NICKNAME = rect_collision
export VERILOG_FILES = /design/flow/design.v
export SDC_FILE = /design/flow/constraint.sdc
export NUM_CORES = 4
export LEC_CHECK = 1
export CORE_AREA = 10 10 103 103
export DIE_AREA = 0 0 113 113
==> flow/constraint.sdc <==
current_design rect_collision

set clk_period 4.8
set clk_io_pct 0.2

create_clock -name clk0 -period $clk_period

set non_clock_inputs [all_inputs -no_clocks]
set_input_delay [expr $clk_period * $clk_io_pct] -clock clk0 $non_clock_inputs
set_output_delay [expr $clk_period * $clk_io_pct] -clock clk0 [all_outputs]
==> flow/design.v <==
`timescale 1ns / 1ps
module rect_collision #(
    parameter integer W = 14,
    parameter integer H = 16
)(
    input  wire [9:0] ax, ay,    
    input  wire [9:0] bx, by,    
    output wire       collide
);
    wire [10:0] a_right  = ax + W - 1;
    wire [10:0] a_bottom = ay + H - 1;
    wire [10:0] b_right  = bx + W - 1;
    wire [10:0] b_bottom = by + H - 1;
    wire no_overlap = (a_right < bx) || (b_right < ax) || (a_bottom < by) || (b_bottom < ay);
    assign collide = ~no_overlap;
endmodule
==> results.rst <==
Metrics
=======

.. list-table::
   :header-rows: 1

   * - Metric
     - Value
   * - P per Cell Area
     - 92.7 nW/µm²
   * - Pwr Total
     - roughly 0.21 mW
   * - Final count of hold timing violations
     - 0
   * - Routed wirelength normalized by instance count
     - 11.0 µm
   * - Remaining global-route overflow
     - 0
   * - Pin count of the biggest net entering global routing
     - 5
   * - Share of the cycle needed by the critical path after routing
     - a little over nine tenths
   * - Highest clock frequency the design can meet
     - 0.214 GHz
   * - Largest fanout of any net on the critical path
     - 4
   * - Die Size
     - 12,800 µm²
   * - CP max stage cell
     - clkdlybuf4s50_1
   * - Endpoint kind of the worst setup timing path
     - output port
   * - Floorplan-stage core utilization
     - 17.7%
   * - Part of the total power dissipated in the clock network
     - 0%
   * - Post-synthesis instance area
     - 1470 µm²
   * - Worst endpoint required time
     - 3840 ps
   * - Max-Slew Margin vs Limit
     - between 70% and 80%
   * - Count of routing violations after the opening detailed-route iteration
     - 42
   * - Share of final-layout standard cells stronger than drive strength 1
     - 18.2%
   * - Placement-stage worst setup slack
     - -270 ps
   * - ANT nets after route
     - 0
   * - Seq Cell Count
     - 0
   * - Critical-path cell list
     - clkdlybuf4s50_1, buf_4, or3b_4, and3_4, nand3_1, xnor2_1, ha_1, and4_1, a221o_1, a311oi_2, nor4_2, dlygate4sd2_1
   * - Weighted congestion at the end of routability-driven global placement
     - 0.830
   * - DRC violations left
     - 0
   * - Reported max-cap violation count
     - 0
   * - Number of rows created at floorplan
     - 33
   * - Total cells reported by yosys after synthesis
     - 198
   * - Cell Int Power
     - 0.117 mW
   * - Net switching power figure
     - slightly below 0.1 mW
   * - Global-route usage over all layers
     - 6.05%
   * - Worst Path Class, Setup
     - in2out
   * - Antenna diodes
     - 0
   * - Worst min-delay path class
     - in2out
   * - Post-detailed-placement half-perimeter wirelength
     - about 3700 µm
   * - Run status
     - finished, final reports clean
   * - Via count normalized by instance count
     - 4.05
   * - Detailed-route wire length
     - 4100 µm
   * - Max stage delay on crit path
     - 420 ps
   * - Synth Area per Inst
     - approximately 7.4 µm²
   * - Yosys-reported design area after synthesis
     - 1470 µm²
   * - Initial antenna violation count
     - 0
   * - Sequential power share
     - 0%
   * - Yosys Warn Count
     - 0
   * - Number of max-slew violations in the final report
     - 0
   * - Vias in the first global route
     - 1,567
   * - Core footprint
     - 8300 µm²
   * - Number of buffers added to fix hold violations after cts
     - 0
   * - Die width
     - ~110 µm
   * - Post-synthesis to final-layout area growth
     - 57.8%
   * - Final worst slack
     - 131 ps
   * - Share of the core filled with cells in the final layout
     - 27.9%
   * - Count of pins on the block boundary
     - slightly above 40
   * - Top Family by Delay on Critical Path
     - simple AND/OR/NAND/NOR gates
   * - Arrival time of the worst setup path
     - approximately 3700 ps
   * - Combined flip-flop and latch cell area
     - 0 µm²
   * - Number of optimization iterations in the first detailed-route pass
     - 4
   * - Total negative slack
     - 0 ps
   * - Part of the power in combinational logic
     - 100.0%
   * - OpenROAD warnings
     - 32
   * - Pin slew with the least headroom to its limit
     - 373 ps
   * - Worst setup SP type
     - primary input
   * - Worst vdd rail ir drop
     - roughly 0.033 mV
   * - Seq share, synth
     - 0%
   * - Buffers plus inverters on the worst setup path
     - 3
   * - Die Y
     - 113 µm
   * - Worst hold slack
     - approximately 3000 ps
   * - Leakage power figure
     - 1.17 nW
   * - Wire length of the first global-routing pass
     - 6800 µm
   * - Switching power as a share of total power
     - a little under half
   * - Synth unique cells
     - 27
   * - Post-synthesis instance total
     - 198
   * - Number of vias in the routed layout
     - 1,515
   * - Setup-failing EPs final
     - 0
   * - Final Critical Period
     - 4670 ps
   * - Final-layout clock buffer total
     - 0
   * - Number of port buffers
     - just over 40
==> cells in the mapped netlist (2+ instances only) <==
cell type	n	area (µm²)
a21oi_1	9	45.0
xor2_1	2	17.5
nor4_1	5	31.3
and2_1	2	12.5
a31oi_1	4	25.0
nor3_1	5	25.0
a41oi_1	3	26.3
and3_4	2	22.5
inv_1	40	150
a221o_1	2	20.0
ha_1	40	500
a21o_1	9	67.6
o31ai_1	3	22.5
o21ai_0	4	20.0
or3_1	2	12.5
xnor2_1	29	254
nand3_1	9	45.0
and3_1	3	18.8
nor2_1	4	15.0
nand2_1	7	26.3
nand4_1	8	50.1
==> final cells by class <==
type                       instances  area [µm²]
fill                             877        5980
inverter                          40         150
multi-input combinational        158        1390
tap                              105         131
timing repair buffer              71         648
==> cell families (layout without fill, tap and decap cells) <==
logic type	count (synthesis)	count (layout)	share of synthesized area, %
AND-OR/OR-AND	35	35	16.4
XOR/XNOR	31	31	18.5
buffers and inverters	40	111	10.2
AND/OR/NAND/NOR	52	52	20.8
adder cells (fa/ha/maj)	40	40	34.1
==> layout by cell type (no fill, tap or decap), types with 3 or more instances in the layout <==
master	count
o31ai_1	3
dlygate4sd2_1	3
nand3_1	9
a21o_1	9
nand2_1	6
nor3_1	3
and3_1	3
xnor2_1	29
ha_1	39
nor2_1	4
a21oi_1	7
clkdlybuf4s50_1	33
nand4_1	8
o21ai_0	4
inv_1	39
dlymetal6s2s_1	5
a31oi_1	4
buf_4	29
nor4_1	4
==> path summary, 6_finish.rpt <==
| check | end | slack, ps | from | cells past startpoint |
|---|---|---|---|---|
| hold / removal | collide | 3000 | ax[9] | 6 |
| setup / recovery | collide | 130 | by[2] | 12 |
==> what timing repair did <==
item,4_1_cts,5_1_grt
endpoints found under the setup margin,1,1
resized,8,17
setup buffers,0,3
pin swaps,3,17
==> power by group through the flow <==
stage         combinational, mW  clock (mW)  sequential, mW
CTS                       0.206           0               0
global route              0.243           0               0
finish                    0.215           0               0
==> per-layer routing <==
| metal | GRT usage [%] | part of all wire, % |
|---|---|---|
| met4 | 0 | 0 |
| met2 | 10.2 | 42 |
| met3 | 1.55 | 6.6 |
| met5 | 0 | 0 |
| met1 | 8.07 | 51 |
==> through the flow <==
stage	cells	area, µm²
6_report	374	2320
2_1_floorplan	198	1470
4_1_cts	371	2230
3_3_place_gp	371	2210
3_5_place_dp	371	2210
5_1_grt	374	2320
Power and IR drop assume default switching activity.
