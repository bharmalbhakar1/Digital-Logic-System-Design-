--- design/flow/run.sh ---
#!/bin/bash
# OpenROAD 26Q1-2900-gdf79404cd8, Yosys 0.63+post, stock flow scripts
make -C /OpenROAD-flow-scripts/flow DESIGN_CONFIG=/design/flow/config.mk WORK_HOME=/design/flow/orfs finish
--- design/flow/config.mk ---
export PLATFORM = sky130hd
export DESIGN_NAME = linked_list_fsm
export DESIGN_NICKNAME = linked_list_fsm
export VERILOG_FILES = /design/flow/design.v
export SDC_FILE = /design/flow/constraint.sdc
export NUM_CORES = 4
export LEC_CHECK = 1
export CORE_UTILIZATION = 50
--- design/flow/constraint.sdc ---
current_design linked_list_fsm

set clk_period 8.3
set clk_io_pct 0.2

create_clock -name clk0 -period $clk_period [get_ports {clk}]

set non_clock_inputs [all_inputs -no_clocks]
set_input_delay [expr $clk_period * $clk_io_pct] -clock clk0 $non_clock_inputs
set_output_delay [expr $clk_period * $clk_io_pct] -clock clk0 [all_outputs]
--- design/flow/design.v ---
module linked_list_fsm #(
    parameter MAX_NODES         = 32,                   
    parameter ADDR_WIDTH        = $clog2(MAX_NODES),    
    parameter MAX_DISPLAY_COUNT = 25_000_000            
)(
    input  wire clk,
    input  wire BTNC, 
    input  wire [7:0] SW_data,                         
    input  wire [2:0] SW_op,                           
    output reg  LED0,                                  
    output reg  LED1,                                  
    output wire [6:0] seg,
    output wire [3:0] an
);
    reg [7:0] node_data_mem [0:MAX_NODES-1];
    reg [ADDR_WIDTH:0] next_ptr_mem [0:MAX_NODES-1];
    localparam [ADDR_WIDTH:0] NULL_PTR = MAX_NODES;
    reg [ADDR_WIDTH:0] head_ptr, free_ptr;
    reg [ADDR_WIDTH:0] traverse_ptr, prev_ptr, new_node_addr;
    parameter TWO_SECONDS_COUNT = 28'd200_000_000;
    reg [27:0] error_timer;
    reg        is_overflow_error;  
    localparam [3:0] S_IDLE              = 4'd0,
                     S_INSERT_H          = 4'd1,
                     S_INSERT_T_START    = 4'd2,
                     S_INSERT_T_FIND     = 4'd3,
                     S_INSERT_T_FINISH   = 4'd4,
                     S_DELETE_START      = 4'd5,
                     S_DELETE_FIND       = 4'd6,
                     S_DELETE_FINISH     = 4'd7,
                     S_TRAVERSE_START    = 4'd8,
                     S_TRAVERSE_SHOW     = 4'd9,
                     S_ERROR_DISPLAY     = 4'd10;
    reg [3:0] current_state, next_state;
    reg [2:0] prev_op;
    reg op_pending;
    wire op_changed = (SW_op != prev_op);
    always @(posedge clk or posedge BTNC) begin
        if (BTNC) op_pending <= 1'b0;
        else if (op_changed) op_pending <= 1'b1;
        else if (current_state != S_IDLE) op_pending <= 1'b0;
    end
    reg [28:0] traverse_display_counter;
    always @(*) begin
        next_state = current_state;
        case (current_state)
            S_IDLE: begin
                LED0 = 1'b0;
                LED1 = 1'b0;
                if (op_pending) begin
                    case (SW_op)
                        3'b100: next_state = S_INSERT_H;
                        3'b101: next_state = S_INSERT_T_START;
                        3'b110: next_state = S_DELETE_START;
                        3'b111: next_state = S_TRAVERSE_START;
                        default: next_state = S_IDLE;
                    endcase
                end
            end
            S_INSERT_H:        if (free_ptr == NULL_PTR) next_state = S_ERROR_DISPLAY; else next_state = S_IDLE;
            S_INSERT_T_START:  if (free_ptr == NULL_PTR) next_state = S_ERROR_DISPLAY; else next_state = (head_ptr == NULL_PTR) ? S_INSERT_H : S_INSERT_T_FIND;
            S_INSERT_T_FIND:   if (next_ptr_mem[traverse_ptr] == NULL_PTR) next_state = S_INSERT_T_FINISH; else next_state = S_INSERT_T_FIND;
            S_INSERT_T_FINISH: next_state = S_IDLE;
            S_DELETE_START:    if (head_ptr == NULL_PTR) next_state = S_ERROR_DISPLAY; else next_state = S_DELETE_FIND;
            S_DELETE_FIND:     if (traverse_ptr == NULL_PTR || node_data_mem[traverse_ptr] == SW_data) next_state = S_DELETE_FINISH; else next_state = S_DELETE_FIND;
            S_DELETE_FINISH:   if (traverse_ptr == NULL_PTR && head_ptr != NULL_PTR) next_state = S_ERROR_DISPLAY; else next_state = S_IDLE;
            S_TRAVERSE_START:  next_state = (head_ptr == NULL_PTR) ? S_IDLE : S_TRAVERSE_SHOW;
            S_TRAVERSE_SHOW:   if (traverse_ptr == NULL_PTR) next_state = S_IDLE; else next_state = S_TRAVERSE_SHOW;
            S_ERROR_DISPLAY:   if (error_timer >= TWO_SECONDS_COUNT) next_state = S_IDLE; else next_state = S_ERROR_DISPLAY;
            default:           next_state = S_IDLE;
        endcase
        if (current_state == S_ERROR_DISPLAY) begin
            if (is_overflow_error) LED0 = 1'b1;
            else LED1 = 1'b1;
        end
    end
    always @(posedge clk or posedge BTNC) begin
        if (BTNC) prev_op <= 3'b000;
        else if (op_changed) prev_op <= SW_op;
    end
    integer i;
    always @(posedge clk or posedge BTNC) begin
        if (BTNC) begin
            current_state <= S_IDLE;
            head_ptr <= NULL_PTR;
            free_ptr <= 0;
            traverse_display_counter <= 0;
            traverse_ptr <= NULL_PTR;
            error_timer <= 0;
            is_overflow_error <= 1'b0;
            for (i = 0; i < MAX_NODES; i = i + 1) begin
                next_ptr_mem[i] <= (i == MAX_NODES-1) ? NULL_PTR : i + 1;
                node_data_mem[i] <= 0;
            end
        end else begin
            current_state <= next_state;
            if (next_state == S_ERROR_DISPLAY && current_state != S_ERROR_DISPLAY) begin
                error_timer <= 0;
                if ((current_state == S_INSERT_H || current_state == S_INSERT_T_START) && free_ptr == NULL_PTR)
                    is_overflow_error <= 1'b1;
                else
                    is_overflow_error <= 1'b0;
            end else if (current_state == S_ERROR_DISPLAY) begin
                error_timer <= error_timer + 1;
            end
            if (current_state == S_TRAVERSE_SHOW) begin
                if (traverse_display_counter >= MAX_DISPLAY_COUNT) begin
                    traverse_display_counter <= 0;
                    traverse_ptr <= next_ptr_mem[traverse_ptr];
                end else begin
                    traverse_display_counter <= traverse_display_counter + 1;
                end
            end else begin
                traverse_display_counter <= 0;
            end
            case (current_state)
                S_INSERT_H: begin
                    if (free_ptr != NULL_PTR) begin
                        new_node_addr = free_ptr;
                        node_data_mem[new_node_addr] <= SW_data;
                        next_ptr_mem[new_node_addr] <= head_ptr;
                        head_ptr <= new_node_addr;
                        free_ptr <= next_ptr_mem[free_ptr];
                    end
                end
                S_INSERT_T_START: begin
                    if (free_ptr != NULL_PTR) begin
                        new_node_addr = free_ptr;
                        node_data_mem[new_node_addr] <= SW_data;
                        next_ptr_mem[new_node_addr] <= NULL_PTR;
                        free_ptr <= next_ptr_mem[free_ptr];
                        traverse_ptr <= head_ptr;
                    end
                end
                S_INSERT_T_FIND: begin
                    if (next_ptr_mem[traverse_ptr] != NULL_PTR)
                        traverse_ptr <= next_ptr_mem[traverse_ptr];
                end
                S_INSERT_T_FINISH:
                    next_ptr_mem[traverse_ptr] <= new_node_addr;
                S_DELETE_START: begin
                    traverse_ptr <= head_ptr;
                    prev_ptr <= NULL_PTR;
                end
                S_DELETE_FIND: begin
                    if (traverse_ptr != NULL_PTR && node_data_mem[traverse_ptr] != SW_data) begin
                        prev_ptr <= traverse_ptr;
                        traverse_ptr <= next_ptr_mem[traverse_ptr];
                    end
                end
                S_DELETE_FINISH: begin
                    if (traverse_ptr != NULL_PTR && node_data_mem[traverse_ptr] == SW_data) begin
                        if (prev_ptr == NULL_PTR)
                            head_ptr <= next_ptr_mem[traverse_ptr];
                        else
                            next_ptr_mem[prev_ptr] <= next_ptr_mem[traverse_ptr];
                        next_ptr_mem[traverse_ptr] <= free_ptr;
                        free_ptr <= traverse_ptr;
                    end
                end
                S_TRAVERSE_START: begin
                    traverse_ptr <= head_ptr;
                end
            endcase
        end
    end
    reg [7:0] ssd_data;
    always @(*) begin
        if (current_state == S_TRAVERSE_SHOW && traverse_ptr != NULL_PTR)
            ssd_data = node_data_mem[traverse_ptr];
        else
            ssd_data = 8'hFF;
    end
    seven_segment_driver display (
        .clk(clk),
        .reset(BTNC),
        .data_in(ssd_data),
        .seg(seg),
        .an(an)
    );
endmodule
`timescale 1ns / 1ps
module seven_segment_driver(
    input wire clk,
    input wire reset,
    input wire [7:0] data_in,
    output reg [6:0] seg,
    output reg [3:0] an
);
    localparam S_NORMAL_DISPLAY   = 1'b0;
    localparam S_RESET_DISPLAY    = 1'b1;
    parameter FIVE_SECONDS_COUNT = 29'd500_000_000; 
    reg state;
    reg [28:0] reset_timer;
    reg [17:0] refresh_counter;                       
    always @(posedge clk) begin
        refresh_counter <= refresh_counter + 1;
        if (reset) begin
            state <= S_RESET_DISPLAY;
            reset_timer <= 0;
            refresh_counter <= 0;                     
        end else if (state == S_RESET_DISPLAY) begin
            if (reset_timer < FIVE_SECONDS_COUNT) begin
                reset_timer <= reset_timer + 1;
            end else begin
                state <= S_NORMAL_DISPLAY; 
            end
        end
    end
    wire [1:0] digit_select = refresh_counter[17:16];
    reg [4:0] digit_data;
    always @(*) begin
        an = 4'b1111;
        digit_data = 5'hF;
        case(digit_select)
            2'b00: begin 
                an = 4'b1110;
                if (state == S_RESET_DISPLAY) digit_data = 5'h10; 
                else                          digit_data = data_in[3:0];
            end
            2'b01: begin 
                an = 4'b1101;
                if (state == S_RESET_DISPLAY) digit_data = 5'h11; 
                else                          digit_data = data_in[7:4];
            end
            2'b10: begin 
                an = 4'b1011;
                if (state == S_RESET_DISPLAY) digit_data = 5'h12; 
                else                          digit_data = 5'hF;
            end
            2'b11: begin
                an = 4'b0111;
                if (state == S_RESET_DISPLAY) digit_data = 5'h13; 
                else                          digit_data = 5'hF;
            end
        endcase
        case(digit_data)
            5'h0: seg = 7'b1000000;
            5'h1: seg = 7'b1111001;
            5'h2: seg = 7'b0100100;
            5'h3: seg = 7'b0110000;
            5'h4: seg = 7'b0011001;
            5'h5: seg = 7'b0010010;
            5'h6: seg = 7'b0000010;
            5'h7: seg = 7'b1111000;
            5'h8: seg = 7'b0000000;
            5'h9: seg = 7'b0010000;
            5'hA: seg = 7'b0001000;
            5'hB: seg = 7'b0000011; 
            5'hC: seg = 7'b1000110; 
            5'hD: seg = 7'b0100001; 
            5'hE: seg = 7'b0000110; 
            5'h10: seg = 7'b0000111; 
            5'h11: seg = 7'b0010010; 
            5'h12: seg = 7'b0101111; 
            5'h13: seg = 7'b0111111;
            default: seg = 7'b1111111;
        endcase
    end
endmodule
==> job_summary.md <==
### Flow metrics

| Metric | Value |
|---|---|
| Port Buffers | `25` |
| Tool warnings | `43` |
| Syn Std Cell Area | `0.0329 mm2` |
| RSZ-0062 raised after global routing | `no` |
| DRT Pass-1 Iters | `7` |
| Relative slew slack | `30.9%` |
| Fmax achieved | `0.133 GHz` |
| Post-route setup slack | `0.753 ns` |
| Reg2Reg Depth | `14` |
| HPWL after detailed placement | `117,000 um` |
| DRC viols | `0` |
| Area figure in the yosys stat output | `0.0329 mm2` |
| GRT Util Overall | `51.8%` |
| DP Area | `0.0339 mm2` |
| Status | `finished, final reports clean` |
| Row count | `93` |
| Crit path DAT | `5.89 ns` |
| Vias | `33,078` |
| CTS tree | `built` |
| Avg Cell Area, Syn | `8.79 um2` |
| Pleak | `15.0 nW` |
| Min Clock Period, post-route | `7.55 ns` |
| Final Wtd Congestion | `1.14` |
| Hold WC Path Type | `register to register` |
| Power Density | `505 mW/mm2` |
| Crit. End Element | `output port` |
| Post-CTS sizing | `0` |
| Synth top area cells | `dfrtp_1, dfstp_2, o21ai_0` |
| Yosys top cell by instances | `nand2_1` |
| Die area | `0.0669 mm2` |
| Syn-to-layout area delta | `9.81%` |
| Asr flop ratio synth | `89.6%` |
| Die X | `259 um` |
| Post-synthesis cell type count | `93` |
| Register area | `0.0148 mm2` |
| Maximum VDD drop | `694 uV` |
| Ys cells | `3,747` |
| Overflow after GRT | `0` |
| Final Hold Violation Tally | `0` |
| Vias in the first global route | `31,930` |
| Number of enable flip-flop cells | `12` |
| Clock latency at the later pin of the worst-skew pair | `0.64 ns` |
| Crit-path max FO | `28` |
| 1st-iter DRT viols | `4,597` |
| Clock Tree Root | `clkbuf_16` |
| Clock tree buffer depth | `3` |
| Slew Limit Fails | `0` |
| Synth flops | `594` |
| Largest net degree at the start of global routing | `145` |
| Core Area | `0.0647 mm2` |
| First-pass GRT wire length | `234,000 um` |
| Total Wirelength | `166,000 um` |
| I/O Pins | `26` |
| Die Ht | `259 um` |
| Layout cells sized above 1 | `12.5%` |
| WL/cell | `36.3 um` |
| Period utilisation layout | `90.9%` |
| Max-cap viol count | `0` |
| Initial Util | `50.9%` |
| Ys Warns | `6` |
| Placed Cells incl. Taps | `4,444` |
| Number of hold buffers added after cts | `0` |
| Initial antenna violation count | `11` |
| Ys flop type | `dfrtp_1` |
| Top cells by count | `nand2_1, dfrtp_1, o21ai_0, nor2_1, a21oi_1` |
| Postcts setup bufs | `0` |
| Cell accounting for the most synthesized area | `dfrtp_1` |
| Worst-margin pin slew | `1.04 ns` |
| Post-synthesis instance total | `3,747` |
| Post-route cell area | `0.0361 mm2` |
| Total power | `18.2 mW` |
| Area occupied by multi-input gates | `0.0166 mm2` |
| Area leader share | `34.1%` |
| Post-route ant nets | `0` |
| Setup-failing EPs final | `0` |
| Worst hold stages | `1` |
| Register pins left without a clock | `2` |
| Critical Path Start Type | `register` |
| Num CTS Buffers | `66` |
| Final setup skew | `0.0265 ns` |
| Crit path DRT | `6.64 ns` |
| Vias per inst | `7.24` |
| CP Class | `register to output port` |
| Dpl ws | `1.64 ns` |
| Clock-pin slew on the worst setup and hold paths | `0.06 ns` |
| Endpoints left unconstrained | `4` |
| Fillers | `5,203` |
| H-tree depth | `3` |
| Final Non-Filler Cells | `4,569` |
-- worst paths after layout --
| path | start | end | slack [ns] |
|---|---|---|---|
| max | traverse_ptr[4] | seg[0] | 0.75 |
| min | display.refresh_counter[0] | display.refresh_counter[0] | 0.46 |
| max reg2reg | traverse_ptr[4] | next_ptr_mem[13][0] | 1.91 |
| min reg2reg | display.refresh_counter[0] | display.refresh_counter[0] | 0.46 |
| max in group asynchronous | BTNC | prev_op[0] | 5.00 |
| min in group asynchronous | BTNC | node_data_mem[6][5] | 1.45 |
-- power by group --
part	total [mW]	internal [mW]	switching (mW)
sequential	5.70	4.02	1.67
combinational	9.50	3.04	6.47
clock	3.04	1.77	1.27
-- kinds of logic (layout without fill, tap and decap cells) --
kind of cell             Yosys count  count (layout)  synth area share, %
XOR/XNOR                          72              72                 1.92
other                              1               9               0.0114
AND-OR/OR-AND                   1313            1313                 26.4
buffers and inverters            381             340                 5.25
latches                            2               2               0.0912
flip-flops                       592             592                 44.8
AND/OR/NAND/NOR                 1272            1272                 17.7
adder cells (fa/ha/maj)           12              12                0.456
multiplexers                     102             102                 3.42
-- state kept, by name (all words and copies together) (netlist names), 3 cells and up --
name and flops:
traverse_ptr 6, head_ptr 6, prev_ptr 6, node_data_mem 256, current_state 4, prev_op 3
error_timer 28, traverse_display_counter 29, display.reset_timer 29, next_ptr_mem 192, free_ptr 6, new_node_addr 6
display.refresh_counter 18
-- worst max-delay path, cell delays in order (launching register included) --
cell and delay, ns:
dfrtp_2 0.79, buf_4 0.41, nand2b_1 0.41, nor2_2 0.20, buf_4 0.27, a22oi_1 0.18, nand4_1 0.26, or4_1 0.67
o21ai_0 0.18, nor2_1 0.07, a211oi_1 0.21, o21bai_1 0.21, inv_1 0.17, ha_1 0.23, inv_1 0.07, o211ai_1 0.19
nand2_1 0.07, o22ai_1 0.13, clkdlybuf4s50_1 0.48
-- layout make-up --
type | count | share of cell area, %
diodes | 5 | 0.0346
multi-input cells | 2775 | 45.9
well taps | 855 | 2.96
clock buffers | 93 | 5.04
repair buffers | 158 | 3.54
clock inverters | 27 | 1.04
inverters | 62 | 0.654
flip-flops and latches | 594 | 40.9
-- layout by cell type, fill, tap and decap left out, types with 26 or more instances in the layout --
cell type / count
clkbuf_16: 66
mux2_2: 74
mux2i_1: 26
a21oi_1: 305
o32a_1: 176
buf_4: 130
o21ai_0: 430
xor2_1: 49
dfxtp_1: 48
nor2_1: 318
dfstp_2: 83
a221oi_1: 36
nand2_1: 519
nand3_1: 103
nor3_1: 42
and3_1: 52
nand4_1: 65
a22oi_1: 132
a22o_1: 44
dfrtp_1: 445
inv_1: 51
-- stage by stage --
stage / TNS, ns / hold WS, ns / utilization (%)
6_report: 0 / 0.455 / 55.9
3_5_place_dp: 0 / 0.449 / 52.5
4_1_cts: 0 / 0.462 / 55.9
5_1_grt: 0 / 0.478 / 55.9
3_3_place_gp: 0 / 0.424 / 52.5
2_1_floorplan: -378.82 / 0.413 / -
-- routing by layer --
layer  part of all wire, %  vias up  global-route usage [%]  routed length, um
met2                    40     2732                    68.0              65900
met1                    38    16087                    69.8              62500
met4                   5.6       20                    20.4               9350
met5                  0.37        -                    4.77                609
li1                      -    13634                       -                  -
met3                    17      605                    32.3              27700
Power and IR drop assume default switching activity.
