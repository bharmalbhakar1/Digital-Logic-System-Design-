### flow/run.sh
#!/bin/bash
# OpenROAD 26Q1-2900-gdf79404cd8, Yosys 0.63+post, stock flow scripts
make -C /OpenROAD-flow-scripts/flow DESIGN_CONFIG=/design/flow/config.mk WORK_HOME=/design/flow/orfs finish
### flow/design.v
`timescale 1ns / 1ps
module lfsr8 #(
    parameter [7:0] SEED = 8'hC5                                                                    
)(
    input  wire clk,
    input  wire reset,    
    output reg  [7:0] q
);
    wire newbit = q[7] ^ q[5] ^ q[4] ^ q[3];
    always @(posedge clk) begin
        if (reset) begin
            if (SEED == 8'h00) q <= 8'h01;
            else q <= SEED;
        end else begin
            q <= { q[6:0], newbit };
        end
    end
endmodule
`timescale 1ns / 1ps
module rival_controller #(
    parameter integer BG_OFFSET_X     = 200,
    parameter integer BG_OFFSET_Y     = 150,
    parameter integer RIVAL_X_MIN_REL = 44,
    parameter integer RIVAL_X_MAX_REL = 104,
    parameter integer CAR_W = 14,
    parameter integer CAR_H = 16,
    parameter integer ROAD_HEIGHT = 240,
    parameter integer FRAME_THRESHOLD = 1,
    parameter integer DELTA_Y = 5,
    parameter [7:0] SEED = 8'hA5
)(
    input  wire        clk,                             
    input  wire        reset,                           
    input  wire        enable,                          
    input  wire [9:0]  hor_pix,                         
    input  wire [9:0]  ver_pix,
    output reg  [9:0]  rival_x,                         
    output reg  [9:0]  rival_y,                         
    output reg         respawned                        
);
    wire [7:0] lfsr_q_out;
    lfsr8 #(.SEED(SEED)) u_lfsr_inst (
        .clk(clk),
        .reset(reset),  
        .q(lfsr_q_out)
    );
    reg [7:0] lfsr_q_frozen;
    always @(posedge clk) begin
        if (reset) begin
            lfsr_q_frozen <= lfsr_q_out;
        end else if (enable) begin
            lfsr_q_frozen <= lfsr_q_out;
        end
    end
    localparam integer RIVAL_RANGE = (RIVAL_X_MAX_REL - RIVAL_X_MIN_REL + 1); 
    wire [6:0] rand7 = lfsr_q_frozen[6:0];  
    wire [13:0] mult = rand7 * RIVAL_RANGE;
    wire [6:0] scaled = mult[13:7];
    wire [9:0] spawn_x_rel = RIVAL_X_MIN_REL + scaled;
    wire [9:0] spawn_x_abs = BG_OFFSET_X + spawn_x_rel;
    wire frame_end = (hor_pix == 10'd799) && (ver_pix == 10'd479);
    localparam integer BOTTOM_Y_THRESH = BG_OFFSET_Y + ROAD_HEIGHT - CAR_H;
    reg [15:0] frame_reg_count;
    always @(posedge clk) begin
        if (reset) begin
            rival_x <= spawn_x_abs;
            rival_y <= BG_OFFSET_Y;
            frame_reg_count <= 0;
            respawned <= 1'b1;
        end else begin
            respawned <= 1'b0;
            if (enable) begin
                if (~frame_end) begin
                    if (frame_reg_count >= FRAME_THRESHOLD - 1) begin
                        frame_reg_count <= 0;
                        rival_y <= rival_y + DELTA_Y;
                    end else begin
                        frame_reg_count <= frame_reg_count + 1;
                    end
                end
                if (rival_y > BOTTOM_Y_THRESH) begin
                    rival_x <= spawn_x_abs;  
                    rival_y <= BG_OFFSET_Y;
                    frame_reg_count <= 0;
                    respawned <= 1'b1;
                end
            end
        end
    end
endmodule
### flow/constraint.sdc
current_design rival_controller

set clk_period 4.2
set clk_io_pct 0.2

create_clock -name clk0 -period $clk_period [get_ports {clk}]

set non_clock_inputs [all_inputs -no_clocks]
set_input_delay [expr $clk_period * $clk_io_pct] -clock clk0 $non_clock_inputs
set_output_delay [expr $clk_period * $clk_io_pct] -clock clk0 [all_outputs]
### flow/config.mk
export PLATFORM = sky130hd
export DESIGN_NAME = rival_controller
export DESIGN_NICKNAME = rival_controller
export VERILOG_FILES = /design/flow/design.v
export SDC_FILE = /design/flow/constraint.sdc
export NUM_CORES = 4
export LEC_CHECK = 1
export CORE_UTILIZATION = 40
==> Table 3: Implementation characteristics <==
Summary of implementation characteristics

Parameter                              Value

STA
  Final Skew    0.00678 ns
  Count of final max-slew check failures    0
  Number of endpoints failing setup at the final stage    0
  Transition time at the pin with the least slew margin    a little over 0.6 ns
  Tcrit/Tclk final    a little under 100%
  Final tally of hold violations    0
  Worst slew slack as a fraction of its limit    slightly below 60%
  Post-layout minimum cycle time    slightly above 4 ns
  Max Clk Rate    247 MHz
  Setup repair after global routing missed its margin    false
  Aggregate negative setup slack    0 ns

Pwr
  Cell leakage power    roughly 0.0013 uW
  Peak supply drop    between 0.2 and 0.3 mV
  Sequential fraction of design power    29.5%
  Net switching fraction of the power    a little over a third
  Share of power burned in combinational logic    between 50% and 60%
  Internal power component    ~1100 uW
  Part of the power in the clock network    roughly 14%
  Switching component of the power    ~600 uW
  Power per standard cell area    567 nW/um^2

Die
  Die span in x    about 80 um
  Die Outline Area    between 6000 and 7000 um^2
  Init Core Util    42.1%
  Total number of placement rows    27
  Placeable core region    around 5600 um^2
  Chip Height    around 80 um
  Total I/O pin count    44

Logic synthesis
  Largest area contributor in the netlist    sky130_fd_sc_hd__edfxtp_1
  Synth warn    2
  Share of Yosys cell area claimed by the top area cell type    20.4%
  YS chip area    approximately 2400 um^2
  Cell count in the Yosys report    216
  Cells after Synth    216
  Post-synthesis sequential area ratio    between 30% and 40%
  Cells taking the most area after synthesis    sky130_fd_sc_hd__edfxtp_1, sky130_fd_sc_hd__dfxtp_1, sky130_fd_sc_hd__ha_1
  Number of enable flip-flop cells    16
  Synth flops    35
  Per-instance average area after synthesis    10.9 um^2
  Area of the mapped netlist    around 2400 um^2
  Synth async-reset ratio    0%
  Most used flip-flop cell after synthesis    sky130_fd_sc_hd__dfxtp_1
  Number of unique standard cell types used by synthesis    just under 50

Finish
  Tally of filler cells in the layout    approximately 520
  Area added between synthesis and finish    29.4%
  Logic area    between 1000 and 1500 um^2
  Area of all sequential standard cells    861 um^2
  Post-route core utilization    between 50 and 60%
  Ratio of cells with drive above 1 in the final layout    roughly 15%

Critical path
  Worst Setup Path Type    flip-flop to flip-flop
  Endpoint type of the worst setup path    flip-flop
  Data required time at the worst endpoint    about 4.2 ns
  Startpoint type of the worst setup path    flip-flop
  Maximum fanout encountered on the critical timing path    4
  CP Data Arrival Time    slightly above 4 ns

Global routing
  GR Overflow Total    0
  Wire length of the first global-routing pass    between 7000 and 8000 um
  Via count of the first global-routing pass    1731
  Largest net degree at the start of global routing    18
  Global router's overall resource usage    15.1%
  Initial antenna violation count    0

Placed design
  Port Buffer Count    ~42
  DP HPWL    roughly 3100 um
  Final Wtd Congestion    ~0.8

CTS
  TritonCTS Sinks    35
  Maximum level of the CTS H-tree    2
  Cts bufs inserted    5
  Worst-Skew Late Latency    0.28 ns
  Clock slew seen by the registers of the worst setup and hold paths    roughly 0.070 ns
  Buffer levels on the longest clock path    2
  CTS tree    yes
  Root buffer cell    sky130_fd_sc_hd__clkbuf_8

Detailed routing
  Number of search-and-repair iterations in the first detailed-routing pass    4
  Total length of routed wires    3930 um
  Final routed DRC violation total    0
  Count of antenna-violating nets left after detailed routing    0
  DR vias/cell    4.93
  DRT iter0 DRCs    35
  Diodes inserted    0
  Via count of the routed design    roughly 1700
  Routed wirelength normalized by instance count    ~11 um

Hold path
  Path type of the worst min-delay path    flip-flop to flip-flop

Flow run
  Max-capacitance violation count    0
  Tool warnings    29

Status
  Status    complete, no violations
[state kept, by name (all words and copies together) (netlist names)]
| register | cells |
|---|---|
| lfsr_q_frozen | 7 |
| rival_y | 10 |
| rival_x | 9 |
| respawned | 1 |
| u_lfsr_inst.q | 8 |
[cell type report]
| type | count | area share (%) |
|---|---|---|
| tap | 72 | 2.95 |
| inverter | 37 | 4.55 |
| sequential | 35 | 28.2 |
| clock inverter | 2 | 0.369 |
| multi-input combinational | 143 | 45.1 |
| timing repair buffer | 53 | 16.5 |
| clock buffer | 6 | 2.38 |
[synth_stat cells (2+ instances only)]
master	n
sky130_fd_sc_hd__nand4b_1	3
sky130_fd_sc_hd__mux2i_1	2
sky130_fd_sc_hd__ha_1	25
sky130_fd_sc_hd__nor2b_1	5
sky130_fd_sc_hd__fa_1	14
sky130_fd_sc_hd__a221oi_1	3
sky130_fd_sc_hd__inv_1	37
sky130_fd_sc_hd__a211oi_1	3
sky130_fd_sc_hd__a32oi_1	2
sky130_fd_sc_hd__or2_2	6
sky130_fd_sc_hd__xor2_1	3
sky130_fd_sc_hd__edfxtp_1	16
sky130_fd_sc_hd__nand3_1	6
sky130_fd_sc_hd__nor2_1	10
sky130_fd_sc_hd__a31o_2	3
sky130_fd_sc_hd__xnor2_1	7
sky130_fd_sc_hd__and3_1	4
sky130_fd_sc_hd__or3_1	2
sky130_fd_sc_hd__nand2_1	5
sky130_fd_sc_hd__a21o_1	6
sky130_fd_sc_hd__a41oi_1	2
sky130_fd_sc_hd__dfxtp_1	19
sky130_fd_sc_hd__a21oi_1	7
[layout by cell type (no fill, tap or decap), types with 4 or more instances in the layout]
master,count
sky130_fd_sc_hd__a21o_1,6
sky130_fd_sc_hd__a21oi_1,7
sky130_fd_sc_hd__and3_1,4
sky130_fd_sc_hd__buf_4,11
sky130_fd_sc_hd__clkbuf_8,5
sky130_fd_sc_hd__clkdlybuf4s50_1,42
sky130_fd_sc_hd__dfxtp_1,19
sky130_fd_sc_hd__edfxtp_1,16
sky130_fd_sc_hd__fa_1,14
sky130_fd_sc_hd__ha_1,23
sky130_fd_sc_hd__inv_1,35
sky130_fd_sc_hd__nand2_1,5
sky130_fd_sc_hd__nand3_1,5
sky130_fd_sc_hd__nor2_1,10
sky130_fd_sc_hd__nor2b_1,5
sky130_fd_sc_hd__or2_2,6
sky130_fd_sc_hd__xnor2_1,7
[stage by stage]
step | setup WS (ns) | hold WS, ns | instance area (um^2) | total power (uW) | instances
floorplan | 0.0219 | 0.400 | 2360 | 1170 | 216
global placement | 0.104 | 0.413 | 2920 | 1460 | 337
detailed placement | 0.0493 | 0.412 | 2920 | 1460 | 337
CTS | 0.0338 | 0.430 | 3010 | 1710 | 345
global route | 0.00572 | 0.447 | 3050 | 1910 | 348
finish | 0.146 | 0.428 | 3050 | 1730 | 348
[final timing paths]
kind	from	slack [ns]	depth (start not counted)	endpoint
setup / recovery	lfsr_q_frozen[1]$_DFFE_PP_	0.15	12	rival_x[8]$_DFFE_PP_
hold / removal	u_lfsr_inst.q[1]$_SDFF_PP0_	0.43	0	lfsr_q_frozen[1]$_DFFE_PP_
setup reg to reg	lfsr_q_frozen[1]$_DFFE_PP_	0.15	12	rival_x[8]$_DFFE_PP_
hold reg to reg	u_lfsr_inst.q[1]$_SDFF_PP0_	0.43	0	lfsr_q_frozen[1]$_DFFE_PP_
[logic make-up (layout without fill, tap and decap cells)]
kind of cell	after synthesis	after routing	share of synthesized area (%)
AND-OR/OR-AND	35	35	12.6
adder cells (fa/ha/maj)	39	39	25.1
flip-flops	35	35	36.5
other	1	1	0.159
XOR/XNOR	11	11	4.40
AND/OR/NAND/NOR	55	55	14.2
buffers and inverters	38	98	6.21
multiplexers	2	2	0.849
[timing repair]
item | CTS | global route
resized | 0 | 6
setup endpoints to repair | 0 | 2
buffers inserted | 0 | 3
hold buffers | 0 | 0
[power groups by stage]
| stage | combinational [uW] | sequential [uW] | clock (uW) |
|---|---|---|---|
| finish | 981 | 510 | 240 |
| global route | 1120 | 519 | 267 |
| CTS | 950 | 512 | 251 |
[critical path, cell delays in order, from the launching register on]
cell and delay (ns):
sky130_fd_sc_hd__edfxtp_1 0.40, sky130_fd_sc_hd__inv_1 0.08, sky130_fd_sc_hd__fa_1 0.53, sky130_fd_sc_hd__inv_1 0.05, sky130_fd_sc_hd__fa_1 0.50, sky130_fd_sc_hd__fa_1 0.49
sky130_fd_sc_hd__ha_1 0.34, sky130_fd_sc_hd__and4b_4 0.20, sky130_fd_sc_hd__buf_4 0.14, sky130_fd_sc_hd__a221oi_4 0.36, sky130_fd_sc_hd__o221ai_2 0.18, sky130_fd_sc_hd__xnor2_2 0.19
sky130_fd_sc_hd__or3_1 0.35
[per-layer routing]
| metal | track usage [%] | wire length [um] | part of all wire [%] |
|---|---|---|---|
| met2 | 24.5 | 1810 | 46 |
| met3 | 3.73 | 197 | 5.0 |
| met5 | 0 | 0 | 0 |
| met4 | 1.67 | 41 | 1.0 |
| met1 | 21.8 | 1880 | 48 |
Power figures rest on the tool's default switching activity, not on a simulated workload.
